===== flow/constraint.sdc =====
current_design multiplexer

set clk_period 4.5
set clk_io_pct 0.2

create_clock -name clk0 -period $clk_period

set non_clock_inputs [all_inputs -no_clocks]
set_input_delay [expr $clk_period * $clk_io_pct] -clock clk0 $non_clock_inputs
set_output_delay [expr $clk_period * $clk_io_pct] -clock clk0 [all_outputs]

===== flow/run.sh =====
#!/bin/bash
# OpenROAD 26Q1-2900-gdf79404cd8, Yosys 0.63+post, stock flow scripts
make -C /OpenROAD-flow-scripts/flow DESIGN_CONFIG=/design/flow/config.mk WORK_HOME=/design/flow/orfs finish

===== flow/design.v =====
`timescale 1ns/1ns
module multiplexer #(parameter W = 16) (
    input [W-1:0] in0, in1, in2, in3, in4, in5, in6, in7,  
    input [2:0] select,                                    
    output reg [W-1:0] out                                 
);
    always @ (*)
    begin
        case(select)
            3'b000: out = in0;
            3'b001: out = in1;
            3'b010: out = in2;
            3'b011: out = in3;
            3'b100: out = in4;
            3'b101: out = in5;
            3'b110: out = in6;
            3'b111: out = in7;
            default: out = {W{1'b0}};  
        endcase
    end
endmodule

===== flow/config.mk =====
export PLATFORM = sky130hd
export DESIGN_NAME = multiplexer
export DESIGN_NICKNAME = multiplexer
export VERILOG_FILES = /design/flow/design.v
export SDC_FILE = /design/flow/constraint.sdc
export NUM_CORES = 4
export LEC_CHECK = 1
export CORE_AREA = 10 10 79 79
export DIE_AREA = 0 0 89 89

==> results.sh <==
# implementation run metrics
export IMPL_arrival_ns=3.09
export IMPL_n_clock_buffer=0
export IMPL_status="finished, final reports clean"
export IMPL_setup_violations=0
export IMPL_critPathKind="primary input to primary output"
export IMPL_synthCells=177
export IMPL_initCoreUtil_pct=23.9
export IMPL_vias_per_cell=4.82
export IMPL_wirelength_mm=6.63
export IMPL_max_freq_mhz=251
export IMPL_drv_cap=0
export IMPL_hold_path_depth=4
export IMPL_dp_final_hpwl_mm=5.68
export IMPL_grt_pass1_vias=1734
export IMPL_core_um2=4660
export IMPL_yosysCellCount=177
export IMPL_tightest_slew_ns=0.676
export IMPL_grt_pass1_wl_mm=9.67
export IMPL_fin_crit_ns=3.99
export IMPL_firstDrtPassIters=4
export IMPL_hold_path_class="primary input to primary output"
export IMPL_largest_area_cell="a22oi_1"
export IMPL_crit_fanout=16
export IMPL_power_density_nw_per_um2=91.9
export IMPL_hold_buffers=0
export IMPL_cts_repair_resized=0
export IMPL_io_pins=147
export IMPL_fillCellCount=490
export IMPL_layout_drive_gt1_share_pct=3.54
export IMPL_finalWeightedCongestion=0.853
export IMPL_flop_area_um2=0
export IMPL_post_route_drc_count=0
export IMPL_cts_setup_buffers=0
export IMPL_crit_path_start_kind="primary input"
export IMPL_rsz0062_at_grt="false"
export IMPL_peakVddDrop_v=0.0000334
export IMPL_finalHoldViolCount=0
export IMPL_vias=1760
export IMPL_gr_total_overflow=0
export IMPL_num_antenna_cells=0
export IMPL_top_cells_by_area="a22oi_1 (15%), mux2i_1 (13%), nand2b_1 (8.4%)"
export IMPL_place_area_um2=2550
export IMPL_syn_cell_area_um2=1110
export IMPL_worst_ep_required_time_ns=3.60
export IMPL_port_buffers=147
export IMPL_dieArea_um2=7920
export IMPL_die_y_um=89
export IMPL_setup_tns_ns=0
export IMPL_rows=25
export IMPL_post_drt_wl_per_cell_um=18.2
export IMPL_slew_headroom_pct=54.9
export IMPL_postSynthSeqShare_pct=0
export IMPL_ys_types=27
export IMPL_ant_nets=0
export IMPL_yosys_top_cells_count="a22oi_1 (23), nor2_1 (20), mux2i_1 (15), nand2_1 (15), nand2b_1 (15)"
export IMPL_p_leak_nw=0.965
export IMPL_drt_iter0_drc=68
export IMPL_fin_crit_sh_pct=88.6
export IMPL_end_kind="primary output"
export IMPL_slew_violations=0
export IMPL_area_growth_pct=129
export IMPL_top_area_share_pct=15.5
export IMPL_synth_avg_cell_area_um2=6.30
export IMPL_antenna_found_initial=0
export IMPL_ff_count=0
export IMPL_p_total_w=0.000234
export IMPL_grt_max_degree=34
export IMPL_ys_warn_count=1
export IMPL_grt_usage_pct=15.4
export IMPL_yosys_area_um2=1110
export IMPL_final_cell_area_um2=2550
export IMPL_top_cell="a22oi_1"
export IMPL_die_w_um=89
export IMPL_warning_count=33
export IMPL_fin_util_pct=54.7
-- critical path: stages --
cell and delay (ns):
clkdlybuf4s50_1 0.65, buf_4 0.24, or3_1 0.55, nor2_1 0.08, a31oi_1 0.16, clkdlybuf4s50_1 0.50
-- cells in the final DEF, fill, tap and decap left out --
master / count
nor2_1: 20
nand2b_1: 15
mux2i_1: 15
o21ai_0: 13
a22o_1: 4
nor3b_1: 1
buf_2: 1
and2_2: 1
a31oi_1: 12
a221oi_1: 3
inv_1: 3
nand2_1: 15
nand3_1: 11
a22oi_1: 23
or3_1: 1
o22ai_1: 1
nor2b_1: 2
and2_1: 1
nor2_2: 1
nor2b_4: 2
nand3b_1: 1
mux2_2: 1
a21oi_1: 12
nor3_1: 1
clkdlybuf4s50_1: 146
buf_4: 5
-- per-stage QoR --
stage / setup slack, ns / hold slack (ns) / instances
detailed placement: 0.501 / 2.74 / 365
global placement: 0.513 / 2.74 / 365
floorplan: 1.87 / 1.88 / 177
finish: 0.512 / 2.73 / 365
global route: 0.340 / 2.76 / 365
CTS: 0.482 / 2.74 / 365
-- logic make-up after synthesis --
group           count (synthesis)  synth area share, %
compound gates                 68                 39.5
buf+inv                        21                 13.1
mux                            16                 14.5
simple gates                   72                 32.9
-- final cells by class --
| type | instances | area, um2 | share of cell area [%] |
|---|---|---|---|
| Tap cell | 54 | 67.6 | 2.65 |
| Timing Repair Buffer | 152 | 1500 | 59.0 |
| Inverter | 3 | 11.3 | 0.441 |
| Multi-Input combinational cell | 156 | 968 | 38.0 |
-- final timing paths --
kind / slack, ns / end / start
max: 0.51 / out[6] / select[0]
min: 2.73 / out[9] / in0[9]
-- where the power goes --
group / total [W] / switching (W) / internal, W
Clock: 0 / 0 / 0
Combinational: 0.000234 / 0.0000692 / 0.000165
Sequential: 0 / 0 / 0
Total: 0.000234 / 0.0000692 / 0.000165
-- routing by layer --
| layer | track usage, % | up-vias | wire, um |
|---|---|---|---|
| li1 | - | 927 | - |
| met1 | 18.5 | 758 | 2640 |
| met2 | 26.9 | 73 | 3190 |
| met3 | 5.60 | 2 | 765 |
| met4 | 0.723 | 0 | 40 |
| met5 | 0 | - | 0 |
No activity file was given, so power comes from the tool's default toggle rates.
