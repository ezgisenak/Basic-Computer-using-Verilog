File: flow/run.sh
#!/bin/bash
# OpenROAD 26Q1-2900-gdf79404cd8, Yosys 0.63+post, stock flow scripts
make -C /OpenROAD-flow-scripts/flow DESIGN_CONFIG=/design/flow/config.mk WORK_HOME=/design/flow/orfs finish
File: flow/config.mk
export PLATFORM = sky130hd
export DESIGN_NAME = ALU
export DESIGN_NICKNAME = ALU
export VERILOG_FILES = /design/flow/design.v
export SDC_FILE = /design/flow/constraint.sdc
export NUM_CORES = 4
export LEC_CHECK = 1
export CORE_UTILIZATION = 30
File: flow/constraint.sdc
current_design ALU

set clk_period 8.4
set clk_io_pct 0.2

create_clock -name clk0 -period $clk_period

set non_clock_inputs [all_inputs -no_clocks]
set_input_delay [expr $clk_period * $clk_io_pct] -clock clk0 $non_clock_inputs
set_output_delay [expr $clk_period * $clk_io_pct] -clock clk0 [all_outputs]
File: flow/design.v
`timescale 1ns/1ns
module ALU #(parameter W = 16)   
(
    input [W-1:0] AC, DR,   
    input E,                
    input [2:0] OP,         
    output wire [W-1:0] Result,  
    output wire CO, OVF, N, Z    
);
reg [W:0] extended_result;   
always @(*) begin
    case (OP)
        3'b000: extended_result = {1'b0, AC} + {1'b0, DR};  
        3'b001: extended_result = AC & DR;                  
        3'b010: extended_result = DR;                       
        3'b011: extended_result = ~AC;                      
        3'b100: extended_result = {E, AC[W-1:1]};           
        3'b101: extended_result = {AC[W-2:0], E};           
        default: extended_result = 0;
    endcase
end
    assign Result = extended_result[W-1:0];
    assign CO = extended_result[W];    
    assign OVF = (AC[W-1] == DR[W-1]) && (Result[W-1] != AC[W-1]);  
    assign Z = (Result == 0);          
    assign N = Result[W-1];            
endmodule
==> impl_metrics.tcl <==
# place-and-route summary
set metrics [dict create \
    path_buffers 2 \
    core_area_um2 5680 \
    worst-path-max-fanout 23 \
    p_comb_share_pct 100.0 \
    p_leak_nw 0.954 \
    path_cells "clkdlybuf4s50_1 > nand2b_1 > o22a_1 > o21ai_1 > or3_1 > a2111oi_0 > nand4bb_1 > nor4_4 > clkdlybuf4s50_1" \
    start_kind "input pin" \
    track_usage_pct 19.1 \
    ir_drop_v 0.0000294 \
    hold_violations 0 \
    comb_area_um2 1660 \
    dpl.cell_count 364 \
    syn2layout_area_growth_pct 31.2 \
    drive_above_1_share_pct 3.77 \
    seq_area_um2 0 \
    p_int_mw 0.0802 \
    ys_area_um2 1810 \
    flops 0 \
    synth_area_um2 1810 \
    diodes 0 \
    setup_ws_ns 1.45 \
    worst-slew-pin-transition_ns 0.769 \
    finalCritPeriodShare_pct 82.7 \
    ios 56 \
    ant_nets 0 \
    mostFrequentLayoutCell "clkdlybuf4s50_1" \
    fill_cells 593 \
    cts_resized 0 \
    die_w_um 79.8 \
    synth.distinct_cells 64 \
    fmax_ghz 0.144 \
    tns_ns 0 \
    die-area_um2 6360 \
    slowest_delay_ns 0.96 \
    outcome "finished clean" \
    yosys_warnings 1 \
    clkbuf_count 0 \
    postPlaceCellArea_um2 2380 \
    port_buffers 56 \
    cts_hold_buf 0 \
    p_sw_mw 0.0762 \
    power_mw 0.156 \
    antenna_found_initial 0 \
    route.detailed.drc 0 \
    post-cts-setup-buffers 0 \
    grt_pass1_wl_mm 9.54 \
    clockPowerShare_pct 0 \
    final_core_util_pct 42.0 \
    pre_cts_slack_ns 1.49 \
    seq_power_share_pct 0 \
    postSynthCellCount 252 \
    synth_stat.cells 252 \
    rows 27 \
    grt_pass1_vias 1937 \
    gp_congestion 0.902 \
    hpwl_mm 4.64 \
    cp_slowest_cell "clkdlybuf4s50_1" \
    slew_violations 0 \
    lay_top_cells "56 x clkdlybuf4s50_1, 19 x mux2i_1, 16 x nor2_1, 16 x ha_1, 14 x inv_1" \
    first_pass_iters 5 \
    warnings 32 \
    rsz0062_at_grt "false" \
    crit_top_cell "clkdlybuf4s50_1" \
    setup_violations 0 \
    switching_share_pct 48.7 \
    critPathRequiredTime_ns 6.72 \
    via_count 2071 \
    crit_arrival_ns 5.27 \
    post_drt_wl_per_cell_um 16.1 \
    slew-limit-headroom_pct 48.6 \
    fp_util_pct 32.0 \
    crit_family "buffers and inverters" \
    synth-seq-area-share_pct 0 \
    cap_violations 0 \
    worstSetupPathType "in2out" \
    avgViaCountPerCell 5.69 \
    holdWs_ns 4.45 \
    grt-ovfl-total 0 \
    endpoint_kind "output port" \
    hold_class "in2out" \
    p_per_area_nw_per_um2 65.7 \
    final_cell_area_um2 2380 \
    period_minus_slack_ns 6.95 \
    dieHeight_um 79.8 \
    wirelength_mm 5.85 \
    grt_max_degree 37 \
    fin_cells 364 \
    drt_iter0_markers 146 \
    avgSynthCellArea_um2 7.20 \
]
## cell families (layout without fill, tap and decap cells)
group	count (synthesis)	in the layout	synth area share [%]
and+or+nand+nor	75	75	24.8
adders and majority gates	17	17	12.1
AOI/OAI and AO/OA	96	96	36.8
xor gates and xnor gates	9	9	4.35
muxes	23	23	13.6
buffers and inverters	32	72	8.34
## worst paths after layout
kind | slack [ns] | end | startpoint | depth (start not counted)
min | 4.45 | OVF | AC[15] | 4
max | 1.45 | Z | OP[1] | 9
## power by group through the flow
| stage | Clock, mW | Sequential [mW] | Combinational [mW] |
|---|---|---|---|
| CTS | 0 | 0 | 0.156 |
| global route | 0 | 0 | 0.173 |
| finish | 0 | 0 | 0.156 |
## synthesized netlist by cell type, types with 6 or more instances
library cell / count / area, um^2
a211oi_1: 6 / 45.0
a21o_1: 6 / 45.0
a21oi_1: 13 / 65.1
a22oi_1: 12 / 90.1
clkbuf_1: 8 / 30.0
ha_1: 16 / 200
inv_1: 14 / 52.6
mux2i_1: 19 / 190
nand2_1: 10 / 37.5
nor2_1: 16 / 60.1
nor2b_1: 11 / 68.8
o21ai_0: 13 / 65.1
o22ai_1: 9 / 56.3
xor2_1: 6 / 52.6
## metal layers
layer	routed length (um)	global-route usage (%)	up-vias
met2	2660	29.4	60
met1	2870	30.2	944
met4	40	1.79	0
met5	0	0	-
li1	-	-	1063
met3	281	1.04	4
## tightest hold or removal path, cell delays in order
cell	delay (ns)
clkdlybuf4s50_1	0.49
xnor2_1	0.18
nor2_1	0.04
clkdlybuf4s50_1	0.38
## area by class of cell
| type | instances | area share, % |
|---|---|---|
| tap | 72 | 3.78 |
| multi-input combinational | 220 | 69.8 |
| inverter | 14 | 2.21 |
| timing repair buffer | 58 | 24.2 |
Power and IR drop assume default switching activity.
