## ./run.sh

```bash
#!/bin/bash
# OpenROAD 26Q1-2900-gdf79404cd8, Yosys 0.63+post, stock flow scripts
make -C /OpenROAD-flow-scripts/flow DESIGN_CONFIG=/design/flow/config.mk WORK_HOME=/design/flow/orfs finish
```

## ./design.v

```verilog
`timescale 1ns/1ns
module controller(
    input clk,
    input [15:0] IR, AC, DR, 
    input [11:0] AR, PC,
    input E, FGI, CO, Z, N, OVF,
    output reg clear_e, comp_e, set_e,
    output reg [2:0] alu_op,   
    output reg reset_ar, reset_pc, reset_dr, reset_tr, reset_ac,  
    output reg write_ar, write_pc, write_dr, write_tr, write_ir, write_ac,
    output reg increment_ar, increment_pc, increment_dr, increment_tr, increment_ac,
    output reg memory_write, memory_read,
    output reg read_ar, read_pc, read_dr, read_tr, read_ir, read_ac,
    output reg IEN
);
    reg [2:0] opcode;
    reg I;
    reg R = 0;
    reg [3:0] SC;
    initial begin
        reset_ar = 1;
        reset_pc = 1;
        reset_dr = 1;
        reset_tr = 1;
        reset_ac = 1;
        write_ar = 0;
        write_pc = 0;
        write_dr = 0;
        write_tr = 0;
        write_ir = 0;
        write_ac = 0;
        increment_ar = 0;
        increment_pc = 0;
        increment_dr = 0;
        increment_tr = 0;
        increment_ac = 0;
        memory_write = 0;
        memory_read = 0;
        read_ar = 0;
        read_pc = 0;
        read_dr = 0;
        read_tr = 0;
        read_ir = 0;
        read_ac = 0;
        clear_e = 0;
        comp_e = 0;
        set_e = 0;
        SC = 0;
        IEN = 0;
    end
    always @(posedge clk)
    begin 
        if (R == 0) begin 
            if (SC == 0) begin
                reset_ar = 0;
                reset_pc = 0;
                reset_dr = 0;
                reset_tr = 0;
                reset_ac = 0;
                write_ac <= 0;
                clear_e <= 0;
                write_ac <= 0;
                comp_e <= 0;
                set_e <= 0;
                increment_ac <= 0;
                increment_pc <= 0;
                read_ac <= 0;     
                memory_write <= 0;
                read_ar <= 0;
                write_pc <= 0;
                read_dr <= 0;
                read_pc <= 1;
                write_ar <= 1; 
                SC <= SC + 1; end
            else if (SC == 1) begin
                read_pc <= 0; 
                write_ar <= 0;
                memory_read <= 1;  
                write_ir <= 1;  
                increment_pc <= 1; 
                SC <= SC + 1; end
            else if (SC == 2) begin
                memory_read <= 0;
                write_ir <= 0;
                increment_pc <= 0;
                write_ar <= 1; 
                read_ir <= 1;
                opcode <= IR[14:12];
                I <= IR[15];
                SC <= SC + 1; end
            else begin  
                if (IEN == 1 && FGI == 1)
                    R <= 1;
                write_ar <= 0;
                read_ir <= 0;
                if (opcode == 3'b111 && I == 0) begin  
                    if (AR == 12'h800) begin  
                        reset_ac <= 1;
                        SC <= 0; end
                    else if (AR == 12'h400) begin  
                        clear_e <= 1;
                        SC <= 0; end
                    else if (AR == 12'h200) begin  
                        alu_op <= 3'b011;    
                        write_ac <= 1;
                        SC <= 0; end
                    else if (AR == 12'h100) begin  
                        comp_e <= 1;
                        SC <= 0; end
                    else if (AR == 12'h080) begin  
                        alu_op <= 3'b100;
                        write_ac <= 1;
                        if (AC[0] == 0)
                            clear_e <= 1;
                        else
                            set_e <= 1;
                        SC <= 0; end
                    else if (AR == 12'h040) begin  
                        alu_op <= 3'b101;
                        write_ac <= 1;
                        if (AC[15] == 0)
                            clear_e <= 1;
                        else
                            set_e <= 1;
                        SC <= 0; end
                    else if (AR == 12'h020) begin  
                        increment_ac <= 1;
                        SC <= 0; end
                    else if (AR == 12'h010) begin  
                        if (!Z && !N)
                            increment_pc <= 1;
                        SC <= 0; end
                    else if (AR == 12'h008) begin  
                        if (N)
                            increment_pc <= 1;
                        SC <= 0; end
                    else if (AR == 12'h004) begin  
                        if (Z)
                            increment_pc <= 1;
                        SC <= 0; end
                    else if (AR == 12'h002) begin  
                        if (E == 0)
                            increment_pc <= 1;
                        SC <= 0; end
                    else if (AR == 12'h001) begin  
                        SC <= 0; end
                end
                else if (opcode == 3'b111 && I == 1) begin
                    if (AR == 12'h080) 
                        IEN <= 1;
                    else if (AR == 12'h040)
                        IEN <= 0;
                end
                else begin  
                    if (SC == 3) begin
                        if(I == 1) begin  
                            memory_read <= 1;
                            write_ar <= 1;
                            SC <= SC + 1; end
                        else   
                            SC <= SC + 1;
                    end
                    else begin
                        memory_read <= 0;
                        write_ar <= 0;
                        if(opcode == 3'b000) begin  
                            if(SC == 4) begin
                                write_dr <= 1; 
                                memory_read <= 1;
                                SC <= SC + 1; end
                            else begin
                                write_dr <= 0; 
                                memory_read <= 0;
                                alu_op <= 3'b001;
                                write_ac <= 1;
                                SC <= 0; end
                        end
                        else if(opcode == 3'b001) begin  
                            if(SC == 4) begin
                                write_dr <= 1; 
                                memory_read <= 1;
                                SC <= SC + 1; end
                            else begin
                                write_dr <= 0; 
                                memory_read <= 0;
                                alu_op <= 3'b000;
                                write_ac <= 1;
                                if (CO == 1)
                                    set_e <= 1;
                                else 
                                    clear_e <= 1;
                                SC <= 0; end
                        end
                        else if(opcode == 3'b010) begin  
                            if(SC == 4) begin
                                write_dr <= 1; 
                                memory_read <= 1;
                                SC <= SC + 1; end
                            else begin
                                write_dr <= 0; 
                                memory_read <= 0;
                                alu_op <= 3'b010;
                                write_ac <= 1;
                                SC <= 0; end
                        end
                        else if(opcode == 3'b011) begin  
                            read_ac <= 1;
                            memory_write <= 1;
                            SC <= 0;
                        end
                        else if(opcode == 3'b100) begin  
                            read_ar <= 1;
                            write_pc <= 1;
                            SC <= 0;
                        end
                        else if(opcode == 3'b101) begin  
                            if(SC == 4) begin
                                read_pc <= 1; 
                                memory_write <= 1;
                                increment_ar <= 1;
                                SC <= SC + 1; end
                            else begin
                                read_pc <= 0; 
                                memory_write <= 0;
                                increment_ar <= 0;
                                write_pc <= 1;
                                read_ar <= 1;
                                SC <= 0; end
                        end
                        else if(opcode == 3'b110) begin  
                            if(SC == 4) begin
                                write_dr <= 1; 
                                memory_read <= 1;
                                SC <= SC + 1; end
                            else if(SC ==5) begin
                                write_dr <= 0; 
                                memory_read <= 0;
                                increment_dr <= 1; end
                            else begin
                                increment_dr <= 0;
                                memory_write <= 1;
                                read_dr <= 1;
                                if(DR == 0)
                                    increment_pc <= 1;
                                SC <= 0; end
                        end
                   end
                end 
            end
        end else begin  
            if (SC == 0) begin
                reset_ar = 0;
                reset_pc = 0;
                reset_dr = 0;
                reset_tr = 0;
                reset_ac = 0;
                write_ac <= 0;	
                clear_e <= 0;
                write_ac <= 0;
                comp_e <= 0;
                set_e <= 0;
                increment_ac <= 0;
                read_ac <= 0;     
                memory_write <= 0;
                read_ar <= 0;
                write_pc <= 0;
                read_dr <= 0;
                increment_pc <= 0;
                reset_ar <= 1;
                read_pc <= 1;
                write_tr <= 1;
                SC <= SC + 1;
            end
            else if (SC == 1) begin
                reset_ar <= 0;
                read_pc <= 0;
                write_tr <= 0;
                reset_pc <= 1;
                read_tr <= 1;
                memory_write <= 1;
                SC <= SC + 1;
            end
            else if (SC == 2) begin
                reset_pc <= 0;
                read_tr <= 0;
                memory_write <= 0;
                increment_pc <= 1;
                IEN <= 0;
                R <= 0;                
                SC <= 0;
            end
        end
    end
endmodule
```

## ./config.mk

```make
export PLATFORM = sky130hd
export DESIGN_NAME = controller
export DESIGN_NICKNAME = controller
export VERILOG_FILES = /design/flow/design.v
export SDC_FILE = /design/flow/constraint.sdc
export NUM_CORES = 4
export LEC_CHECK = 1
export CORE_UTILIZATION = 40
```

## ./constraint.sdc

```tcl
current_design controller

set clk_period 3.3
set clk_io_pct 0.2

create_clock -name clk0 -period $clk_period [get_ports {clk}]

set non_clock_inputs [all_inputs -no_clocks]
set_input_delay [expr $clk_period * $clk_io_pct] -clock clk0 $non_clock_inputs
set_output_delay [expr $clk_period * $clk_io_pct] -clock clk0 [all_outputs]
```

==> out/qor.txt <==
Io pins -> 110
# Cells Yosys -> 265
Via count -> 2274
Largest register by flop count -> SC
Area leader share -> 0.4303
Yosys stat area -> 2512 um^2
DPL Wire Length -> 4896 um
Crit path required time -> 3250 ps
Number of enable flip-flop cells -> 36
FP Util -> 0.4194
Row count -> 28
Yosys warns -> 1
Initial drt markers -> 155
Layout area overhead -> 31.97%
Final Instance Count excl. Fillers -> 403
Clk buf depth -> 2
Reg area -> 1101 um^2
GRT Util Overall -> 0.2178
RSZ-0062 raised after global routing -> false
Pre-antenna DRT Iters -> 5
Die width -> 81.25 um
Share of layout cells above drive strength 1 -> 0.07622
Critical Path Start Type -> input pin
Total die area -> 6602 um^2
Pleak -> 0.001158 uW
Initial antenna violation count -> 0
Yosys top cell by instances -> edfxtp_1
Residual DRC -> 0
Fillcell total -> 543
Total power -> 2137 uW
Post-cts sizing count -> 0
Critical path peak fanout -> 7
Synth cell count leaders -> edfxtp_1, nor2_1, nand2_1, o21ai_0, inv_1
Max Cap Viol -> 0
CTS Buf Count -> 5
DR WL/cell -> 15.76 um
Setup crit end kind -> flip-flop
Highest Clock Rate -> 371.2 MHz
Top post-synthesis cells by area -> edfxtp_1, o21ai_0, nor2_1
TritonCTS clock tree -> yes
Hold Path Class -> reg -> reg
Leading area contributor after synthesis -> edfxtp_1
Max reg flops -> 4
Count of final setup violators -> 0
Registers with the most flip-flops -> SC x4, alu_op x3, opcode x3
Clock transition at path regs -> 70 ps
OpenROAD warning count -> 67
Netlist Area Pre-Place -> 2512 um^2
Clk sinks -> 37
Core footprint -> 5991 um^2
Post-CTS setup buffer count -> 0
P per Cell Area -> 644.6 nW/um^2
Hold Violations, Final -> 0
Port Buf Inserts -> 69
Synth cell types -> 62
Ys flops -> 37
Worst slew margin -> 0.4535
Diode count -> 0
Cells after Synth -> 265
Cycle use final -> 0.8164
Largest net degree at the start of global routing -> 18
Post-synth ARST share -> 0
Place WS -> 341.0 ps
Gate Area -> 1262 um^2
First-pass GRT wire length -> 10560 um
Routability cong. -> 0.9173
H-tree levels -> 2
Final setup margin -> 605.9 ps
GR Overflow Total -> 0
Main flop type after synthesis -> edfxtp_1
Clock Tree Root -> clkbuf_8
Final antenna-violating net count -> 0
Final wirelength -> 6350 um
Syn avg cell area -> 9.481 um^2
Peak VDD IR -> 0.5606 mV
Synth Seq Share -> 0.4382
Critical path class -> in -> reg
Layout Skew -> 6.281 ps
Vias in the first global route -> 2111
Worst-Margin Slew -> 811.2 ps
DR vias/cell -> 5.643
Hold Slack -> 590.2 ps
Die y size -> 81.25 um
Fin crit period -> 2694 ps
Critical path arrival -> 2640 ps
Final setup TNS -> 0 ps
Hold_buf cts -> 0
Clock latency (worst-skew pair) -> 290 ps
Inst Count DP -> 395
Run status -> finished clean
Max Slew Vio Count -> 0
==> per-stage QoR <==
step / utilization / cell area (um^2)
after floorplan: - / 2516
after global placement: 0.5374 / 3219
after detailed placement: 0.5374 / 3219
after CTS: 0.5535 / 3316
after global routing: 0.5535 / 3316
final: 0.5535 / 3316
==> layout by cell type, fill, tap and decap left out, types with 4 or more instances in the layout <==
master / count
clkdlybuf4s50_1: 69
edfxtp_1: 36
nor2_1: 26
nand2_1: 21
o21ai_0: 21
inv_1: 15
a21oi_1: 13
nand3_1: 10
nor3_1: 10
nor4_1: 6
clkbuf_8: 6
a31oi_1: 4
ha_1: 4
==> layer usage <==
metal / track usage / vias up / share of wire
li1: - / 1120 / -
met1: 0.3718 / 1066 / 0.50
met2: 0.3218 / 80 / 0.44
met3: 0.02281 / 8 / 0.046
met4: 0.01964 / 0 / 0.013
met5: 0 / - / 0
==> cell type report <==
cell class,instances,share of cell area
Multi-Input combinational cell,196,0.3808
Timing Repair Buffer,70,0.2106
Clock buffer,6,0.02491
Inverter,17,0.01925
Tap cell,75,0.02830
Sequential cell,37,0.3321
Clock inverter,2,0.004151
==> power by group <==
group	internal (uW)	switching [uW]	total [uW]
sequential	712	112	825
clock	169	166	335
combinational	438	539	978
total	1320	818	2140
==> kinds of logic (layout without fill, tap and decap cells) <==
family	after synthesis	in the layout	synth area share
fa+ha+maj	4	4	0.01992
xor+xnor	6	6	0.02092
buf+inv	33	95	0.06076
flops	37	37	0.4382
simple gates	111	111	0.2600
mux	3	3	0.01195
other cells	1	2	0.001493
compound gates	70	70	0.1868
==> final timing paths <==
kind	startpoint	cells past startpoint	end	slack (ps)
min	write_ac	1	write_ac	590
max	AR[8]	6	alu_op[1]	610
min reg2reg	write_ac	1	write_ac	590
max reg2reg	SC[0]	8	memory_read	770
==> critical path: stages <==
cell and delay [ps]:
clkdlybuf4s50_1 530, nor4_4 520, nand3_2 210, nor2_1 270, o2bb2ai_1 150, nor4_2 300
Power and IR drop assume default switching activity.
